`./run.sh`:
```
#!/bin/bash
# OpenROAD 26Q1-2900-gdf79404cd8, Yosys 0.63+post, stock flow scripts
make -C /OpenROAD-flow-scripts/flow DESIGN_CONFIG=/design/flow/config.mk WORK_HOME=/design/flow/orfs finish
```
`./design.v`:
```
`timescale 1ns / 1ps
module ripple_carry_adder(
  input [3:0] A, B,       
  input Cin,              
  output [3:0] Sum,       
  output Cout             
);
  wire c1, c2, c3;
  assign Sum[0] = A[0] ^ B[0] ^ Cin;
  assign c1     = (A[0] & B[0]) | (A[0] & Cin) | (B[0] & Cin);
  assign Sum[1] = A[1] ^ B[1] ^ c1;
  assign c2     = (A[1] & B[1]) | (A[1] & c1) | (B[1] & c1);
  assign Sum[2] = A[2] ^ B[2] ^ c2;
  assign c3     = (A[2] & B[2]) | (A[2] & c2) | (B[2] & c2);
  assign Sum[3] = A[3] ^ B[3] ^ c3;
  assign Cout   = (A[3] & B[3]) | (A[3] & c3) | (B[3] & c3);
endmodule
```
`./constraint.sdc`:
```
current_design ripple_carry_adder

set clk_period 2.9
set clk_io_pct 0.2

create_clock -name clk0 -period $clk_period

set non_clock_inputs [all_inputs -no_clocks]
set_input_delay [expr $clk_period * $clk_io_pct] -clock clk0 $non_clock_inputs
set_output_delay [expr $clk_period * $clk_io_pct] -clock clk0 [all_outputs]
```
`./config.mk`:
```
export PLATFORM = sky130hd
export DESIGN_NAME = ripple_carry_adder
export DESIGN_NICKNAME = ripple_carry_adder
export VERILOG_FILES = /design/flow/design.v
export SDC_FILE = /design/flow/constraint.sdc
export NUM_CORES = 4
export LEC_CHECK = 1
export CORE_AREA = 10 10 70 70
export DIE_AREA = 0 0 80 80
```
==> impl_metrics.tcl <==
# metrics dict for downstream scripts
set metrics [dict create \
    status "completed" \
    hold_violations 0 \
    setup_violations 0 \
    drc 0 \
    fmax_mhz 354 \
    clkbuf_count 0 \
    min_path_type "in2out" \
    dp.cells 74 \
    synth_cell_types 2 \
    tns_ps 0 \
    power.density_nw_per_um2 146 \
    p_comb_share_pct 100.0 \
    syn_inst 14 \
    synth_top_cell_by_count "inv_1" \
    first_pass_iters 1 \
    core_um2 3420 \
    die.size.y_um 80 \
    row_count 21 \
    seq_power_share_pct 0 \
    switching_share_pct 33.3 \
    grt_pass1_wl_um 662 \
    layout_min_cycle_time_ps 2820 \
    place_congestion 0.770 \
    grt.overflow.total 0 \
    grt_max_degree 2 \
    drtIter0Drc 0 \
    top_cell_area_share_pct 68.1 \
    netlist_area_um2 118 \
    fin_util_pct 9.30 \
    slew_headroom_pct 93.3 \
    grt.total_usage_pct 1.28 \
    drive_gt1_share_pct 50.0 \
    startpoint_type "input pin" \
    p_clk_share_pct 0 \
    antenna_found_initial 0 \
    viasPerCell 1.69 \
    fp_util_pct 3.44 \
    flops 0 \
    ctsHoldBuffers 0 \
    cts_setup_buffers 0 \
    p_total_mw 0.0463 \
    design_area_um2 318 \
    dp_hpwl_um 417 \
    vias 125 \
    finalWirelength_um 417 \
    ys_seq_share_pct 0 \
    internal-power_mw 0.0308 \
    fin_crit_sh_pct 97.3 \
    die_w_um 80 \
    crit_required_ps 2320 \
    grt_pass1_vias 139 \
    seqCellArea_um2 0 \
    postPlaceCellArea_um2 315 \
    tightest_slew_ps 99.5 \
    place_ws_ps -746 \
    p_sw_mw 0.0154 \
    diodes 0 \
    hold_slack_ps 1910 \
    ir_drop_uv 37.8 \
    crit_fanout 1 \
    path_class "in2out" \
    cp-end-kind "output port" \
    yosysTopAreaCell "fa_1" \
    rsz0062_at_grt "no" \
    cp_slowest_stage_delay_ps 430 \
    fin_ws_ps 78.1 \
    maxCapViolCount 0 \
    leakage_nw 0.138 \
    warnings 33 \
    final_max_slew_viol_count 0 \
    critPathSlowestCell "fa_2" \
    common_cells "inv_1 (10), fa_1 (4)" \
    path_cells "buf_2 -> inv_2 -> fa_2 -> inv_2 -> fa_2 -> fa_2 -> inv_2 -> fa_2 -> inv_2 -> buf_2" \
    synth_warnings 0 \
    io_pins 14 \
    die_area_um2 6400 \
    ys_cells 14 \
    fin_cells 74 \
    syn-mean-instance-area_um2 8.40 \
    port_buffers 14 \
    wire_per_inst_um 5.64 \
    worstPathArrival_ps 2240 \
    ant_nets 0 \
    synthTopCellsByArea "fa_1 (68%), inv_1 (32%)" \
    synth_chip_area_um2 118 \
    area_growth_pct 170 \
]
path summary, 6_finish.rpt:
path / from / to / slack (ps) / depth (start not counted)
min: Cin / Sum[0] / 1910 / 5
max: B[0] / Sum[3] / 80 / 10
area by class of cell:
| type | count | area, µm² |
|---|---|---|
| multi-input cells | 4 | 90.1 |
| fillers | 404 | 3100 |
| well taps | 46 | 57.6 |
| repair buffers | 14 | 128 |
| inverters | 10 | 42.5 |
logic make-up after synthesis:
logic type / Yosys count / synth area share, %
adders and majority gates: 4 / 68.1
buffers and inverters: 10 / 31.9
power by group through the flow:
stage	combinational, mW	sequential [mW]	clock (mW)
finish	0.0463	0	0
CTS	0.0479	0	0
global route	0.0526	0	0
critical path, delay by kind of cell:
family,cells,cell delay (ps)
buffers and inverters,6,360
adder cells (fa/ha/maj),4,1290
layout by cell type (no fill, tap or decap):
master,n
clkdlybuf4s50_1,6
dlygate4sd2_1,4
buf_2,2
fa_2,4
inv_4,2
inv_2,4
buf_6,2
inv_1,4
routing by layer:
metal  up-vias  GRT usage (%)  share of wire, %
met5         -              0                 0
met3         0          0.682                22
met1        52           2.00                50
met2        13           1.52                27
li1         60              -                 -
met4         0              0                 0
what timing repair did:
action	CTS	global route
resized	31	1
setup endpoints to repair	4	1
pin swaps	4	3
Power is estimated from default activity; no workload was simulated.
